### design.v
`default_nettype none
module valid_ready_master(
	input wire clk,
	input wire rst_n,
	input wire i_m_ready,
	input wire i_m_stall,
	output wire [7:0] o_m_data,
	output wire o_m_valid
);
	reg ir_m_valid;
	reg [7:0] ir_m_data;
	reg [7:0] counter;
	wire is_valid_signal;
	assign is_valid_signal = rst_n & !i_m_stall;
	assign o_m_data = ir_m_data;	
	assign o_m_valid = ir_m_valid;
	initial
		counter <= 0;
	always @(posedge clk) begin
		if(!rst_n)
			counter <= 0;
		else
			counter <= counter + 1;
	end	
	always @(posedge clk, negedge rst_n) begin
		if (!rst_n)
			ir_m_valid <= 0;
		else if(!ir_m_valid || i_m_ready) begin
			ir_m_valid <= is_valid_signal; 
		end
	end
	always @(posedge clk, negedge rst_n) begin
		if(!rst_n)
			ir_m_data <= 0;
		else if(!ir_m_valid || o_m_valid) begin
			ir_m_data <= counter;	
			if(!is_valid_signal) 
				ir_m_data <= 0;
		end	
	end
endmodule		
### run.sh
#!/bin/bash
# OpenROAD 26Q1-2900-gdf79404cd8, Yosys 0.63+post, stock flow scripts
make -C /OpenROAD-flow-scripts/flow DESIGN_CONFIG=/design/flow/config.mk WORK_HOME=/design/flow/orfs finish
### config.mk
export PLATFORM = sky130hd
export DESIGN_NAME = valid_ready_master
export DESIGN_NICKNAME = valid_ready_master
export VERILOG_FILES = /design/flow/design.v
export SDC_FILE = /design/flow/constraint.sdc
export NUM_CORES = 4
export LEC_CHECK = 1
export CORE_AREA = 10 10 70 70
export DIE_AREA = 0 0 80 80
### constraint.sdc
current_design valid_ready_master

set clk_period 2.3
set clk_io_pct 0.2

create_clock -name clk0 -period $clk_period [get_ports {clk}]

set non_clock_inputs [all_inputs -no_clocks]
set_input_delay [expr $clk_period * $clk_io_pct] -clock clk0 $non_clock_inputs
set_output_delay [expr $clk_period * $clk_io_pct] -clock clk0 [all_outputs]
==> impl_metrics.prom <==
# HELP chip_impl_metric Synthesis and place-and-route metrics
# TYPE chip_impl_metric gauge
chip_impl_info{name="outcome",value="completed"} 1
chip_impl_metric{name="routed_wl",unit="um"} 994
chip_impl_metric{name="final_setup_violating_endpoints",unit=""} 0
chip_impl_metric{name="period_used_share",unit="%"} 67.42
chip_impl_metric{name="cellLeakagePower",unit="uW"} 0.0003684
chip_impl_info{name="clk_root_buffer_cell",value="sky130_fd_sc_hd__clkbuf_4"} 1
chip_impl_metric{name="seqCellArea",unit="um^2"} 385.4
chip_impl_info{name="worst_r2r_endpoint",value="counter[4]"} 1
chip_impl_metric{name="hold_violations",unit=""} 0
chip_impl_info{name="worst_path_max_delay_cell",value="sky130_fd_sc_hd__clkdlybuf4s50_1"} 1
chip_impl_metric{name="worstPathMaxFanout",unit=""} 2
chip_impl_metric{name="netlist_area_before_placement",unit="um^2"} 625.6
chip_impl_metric{name="groute.layer.met2.usage",unit="%"} 3.531
chip_impl_info{name="path_delay_family",value="buffers and inverters"} 1
chip_impl_metric{name="htreeDepth",unit=""} 1
chip_impl_metric{name="dpl-instance-area",unit="um^2"} 807.0
chip_impl_metric{name="post_synth.cell_area_avg",unit="um^2"} 11.59
chip_impl_metric{name="cts-buffers-inserted",unit=""} 3
chip_impl_metric{name="cp_num_buf_inv",unit=""} 1
chip_impl_info{name="worstSetupStartpointType",value="register"} 1
chip_impl_metric{name="global_route_wire_length_before_repair",unit="um"} 1607
chip_impl_metric{name="hold_ws",unit="ps"} 483.2
chip_impl_metric{name="place.detailed.instances",unit=""} 112
chip_impl_metric{name="grt.met1_usage",unit="%"} 4.144
chip_impl_metric{name="drtAntennaViolNets",unit=""} 0
chip_impl_metric{name="ctsResizeCount",unit=""} 0
chip_impl_metric{name="setup_total_negative_slack",unit="ps"} 0
chip_impl_metric{name="max_clock_freq",unit="MHz"} 644.9
chip_impl_metric{name="io_pins",unit=""} 13
chip_impl_info{name="flop_cell",value="sky130_fd_sc_hd__dfrtp_1"} 1
chip_impl_metric{name="gr-usage-met3",unit="%"} 2.841
chip_impl_metric{name="num_rows",unit=""} 21
chip_impl_metric{name="worst_slew_margin_rel",unit="%"} 71.35
chip_impl_metric{name="post_synth_edffs",unit=""} 0
chip_impl_info{name="post_synth_top_area_cell",value="sky130_fd_sc_hd__dfrtp_1"} 1
chip_impl_metric{name="timing.clock.skew",unit="ps"} 1.282
chip_impl_info{name="ws_path_type",value="register to primary output"} 1
chip_impl_metric{name="final_standard_cell_utilization_of_the_core",unit="%"} 24.43
chip_impl_metric{name="dieHeight",unit="um"} 80
chip_impl_metric{name="fp_util",unit="%"} 18.32
chip_impl_metric{name="synthDominantCellAreaShare",unit="%"} 36.00
chip_impl_metric{name="cts_setup_buffers",unit=""} 0
chip_impl_info{name="rsz0062_at_grt",value="false"} 1
chip_impl_metric{name="gr-total-overflow",unit=""} 0
chip_impl_metric{name="cap_violations",unit=""} 0
chip_impl_metric{name="timing.reg2reg.worst_path_depth",unit=""} 4
chip_impl_metric{name="syn_inst",unit=""} 54
chip_impl_info{name="crit_path_start",value="ir_m_valid"} 1
chip_impl_metric{name="die_w",unit="um"} 80
chip_impl_metric{name="dr.first_iter.drc_count",unit=""} 10
chip_impl_metric{name="ff2ff_setup_slack",unit="ps"} 1140
chip_impl_metric{name="layout.filler_cells",unit=""} 373
chip_impl_metric{name="grt_util_all_layers",unit="%"} 3.074
chip_impl_metric{name="slew_viol_final",unit=""} 0
chip_impl_metric{name="grt_pass1_vias",unit=""} 338
chip_impl_metric{name="clock_latency_on_the_worst_skew_pair",unit="ps"} 280
chip_impl_metric{name="detailed_place_hpwl",unit="um"} 737
chip_impl_metric{name="flow.area_growth_from_synthesis",unit="%"} 33.40
chip_impl_info{name="crit_chain",value="clkdlybuf4s50_1"} 1
chip_impl_metric{name="yosys.stat.chipArea",unit="um^2"} 625.6
chip_impl_metric{name="stdcell_area",unit="um^2"} 834.6
chip_impl_metric{name="clock_tree.buffer_depth",unit=""} 2
chip_impl_metric{name="layout_min_cycle_time",unit="ps"} 1551
chip_impl_metric{name="max_stage_delay",unit="ps"} 460
chip_impl_info{name="worstReg2RegStart",value="counter[0]"} 1
chip_impl_metric{name="fin_cells",unit=""} 116
chip_impl_metric{name="warnings",unit=""} 25
chip_impl_metric{name="route.antenna.diode_count",unit=""} 0
chip_impl_info{name="tritoncts",value="yes"} 1
chip_impl_metric{name="combGateArea",unit="um^2"} 232.7
chip_impl_metric{name="arrival",unit="ps"} 1090
chip_impl_metric{name="number_of_cells_on_the_critical_path",unit=""} 1
chip_impl_metric{name="yosysSeqAreaShare",unit="%"} 61.60
chip_impl_metric{name="critPathRequiredTime",unit="ps"} 1840
chip_impl_metric{name="clk_sink_count",unit=""} 17
chip_impl_metric{name="ys.warnings.count",unit=""} 1
chip_impl_metric{name="synth_async_sr_flop_share",unit="%"} 52.94
chip_impl_metric{name="synth-seq-cells",unit=""} 17
chip_impl_info{name="worst_setup_path_endpoint",value="o_m_valid"} 1
chip_impl_info{name="topCellsByArea",value="sky130_fd_sc_hd__dfrtp_1, sky130_fd_sc_hd__dfxtp_1, sky130_fd_sc_hd__and2_1, sky130_fd_sc_hd__nand3_1, sky130_fd_sc_hd__mux2i_1"} 1
chip_impl_metric{name="synth-cells-yosys",unit=""} 54
chip_impl_metric{name="place_congestion",unit=""} 0.7805
chip_impl_metric{name="powerDensity",unit="nW/um^2"} 584.6
chip_impl_info{name="global_route.peak_usage_layer",value="met1"} 1
chip_impl_metric{name="grt_max_degree",unit=""} 20
chip_impl_metric{name="layout-drive-gt1-share",unit="%"} 10.00
chip_impl_metric{name="core-area",unit="um^2"} 3416
chip_impl_info{name="timing.critical_path.to_type",value="primary output"} 1
chip_impl_metric{name="worst_slew_pin_slew",unit="ps"} 428.9
chip_impl_metric{name="detail_route.drc_violations",unit=""} 0
chip_impl_metric{name="viasPerCell",unit=""} 3.371
chip_impl_metric{name="chipArea",unit="um^2"} 6400
chip_impl_metric{name="clkTransAtPathRegs",unit="ps"} 90
chip_impl_metric{name="cts-hold-fix-buffers",unit=""} 0
chip_impl_info{name="min-delay-path-class",value="register to register"} 1
chip_impl_metric{name="detailedRoute.firstPassIterationCount",unit=""} 3
chip_impl_metric{name="grt_antenna_before_repair",unit=""} 0
chip_impl_metric{name="synth.distinct_cells",unit=""} 20
chip_impl_metric{name="numPortBuffers",unit=""} 12
chip_impl_metric{name="dr_total_vias",unit=""} 391
chip_impl_metric{name="wire_per_inst",unit="um"} 8.569
chip_impl_metric{name="max-vdd-ir-drop",unit="V"} 0.0001684
==> metrics by stage <==
stage | setup slack, ps | power [uW]
2_1_floorplan | 1253 | 328.0
3_3_place_gp | 738.6 | 347.3
3_5_place_dp | 713.1 | 347.5
4_1_cts | 728.2 | 498.2
5_1_grt | 704.5 | 512.9
6_report | 749.4 | 487.9
==> cell type report <==
| cell class | count | share of cell area, % |
|---|---|---|
| clock buffer | 3 | 2.699 |
| clock inverter | 1 | 0.5997 |
| inverter | 1 | 0.4498 |
| multi-input combinational | 35 | 27.89 |
| sequential | 17 | 46.18 |
| tap | 46 | 6.897 |
| timing repair buffer | 13 | 15.29 |
==> cell families after synthesis <==
group,synth area share [%]
AND-OR/OR-AND,3.200
XOR/XNOR,4.201
adder cells (fa/ha/maj),2.000
buffers and inverters,1.199
flip-flops,61.60
multiplexers,3.200
AND/OR/NAND/NOR,24.60
==> worst min-delay path by stage <==
| stage | startpoint | to | slack, ps | depth (start not counted) |
|---|---|---|---|---|
| after CTS | counter[7] | ir_m_data[7] | 490 | 1 |
| after global routing | ir_m_valid | ir_m_valid | 500 | 1 |
| final | counter[7] | ir_m_data[7] | 480 | 1 |
==> state kept, by name, summed over array words and instances (netlist names) <==
register / count
ir_m_data: 8
ir_m_valid: 1
counter: 8
==> cells in the final DEF, fill, tap and decap left out, drive strengths merged <==
cell type | netlist | layout
a21boi | 1 | 1
nand2 | 2 | 2
xnor2 | 2 | 2
xor2 | 1 | 1
a21o | 1 | 1
buf | 0 | 1
and2 | 12 | 12
mux2i | 2 | 2
inv | 1 | 1
and3 | 1 | 1
clkinv | 0 | 1
nand3 | 5 | 5
dfxtp | 8 | 8
nand2b | 2 | 2
or3 | 1 | 1
o21ai | 1 | 1
ha | 1 | 1
nor2b | 2 | 2
nand4 | 1 | 1
clkbuf | 1 | 3
clkdlybuf4s50 | 0 | 12
dfrtp | 9 | 9
==> routing by layer <==
metal,wire (um),vias up
met1,510,169
met3,159,2
met2,313,13
met4,10,0
li1,-,207
met5,0,-
==> synth_stat cells, types with 2 or more instances <==
master / count
sky130_fd_sc_hd__nand2_1: 2
sky130_fd_sc_hd__nand3_1: 5
sky130_fd_sc_hd__and2_1: 11
sky130_fd_sc_hd__xnor2_1: 2
sky130_fd_sc_hd__mux2i_1: 2
sky130_fd_sc_hd__dfxtp_1: 8
sky130_fd_sc_hd__nor2b_1: 2
sky130_fd_sc_hd__dfrtp_1: 9
sky130_fd_sc_hd__nand2b_1: 2
==> power breakdown <==
group	internal, uW	switching, uW	leakage [uW]
combinational	17.7	11.5	0.000162
sequential	304	7.48	0.000188
clock	64.5	82.6	0.0000177
No activity file was given, so power comes from the tool's default toggle rates.
